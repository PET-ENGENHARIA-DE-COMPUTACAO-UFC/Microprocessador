File: ./run.sh
#!/bin/bash
# OpenROAD 26Q1-2900-gdf79404cd8, Yosys 0.63+post, stock flow scripts
make -C /OpenROAD-flow-scripts/flow DESIGN_CONFIG=/design/flow/config.mk WORK_HOME=/design/flow/orfs finish
File: ./config.mk
export PLATFORM = sky130hd
export DESIGN_NAME = InstructionRegister
export DESIGN_NICKNAME = InstructionRegister
export VERILOG_FILES = /design/flow/design.v
export SDC_FILE = /design/flow/constraint.sdc
export NUM_CORES = 4
export LEC_CHECK = 1
export CORE_AREA = 10 10 103 103
export DIE_AREA = 0 0 113 113
File: ./constraint.sdc
current_design InstructionRegister

set clk_period 1.9
set clk_io_pct 0.2

create_clock -name clk0 -period $clk_period [get_ports {clk}]

set non_clock_inputs [all_inputs -no_clocks]
set_input_delay [expr $clk_period * $clk_io_pct] -clock clk0 $non_clock_inputs
set_output_delay [expr $clk_period * $clk_io_pct] -clock clk0 [all_outputs]
File: ./design.v
module InstructionRegister(
  input wire clk,
  input wire [7:0] opcode,
  input wire [7:0] operando1,
  input wire [7:0] operando2,
  output reg [23:0] instReg
);
  parameter delay = 2;
  reg [2:0] counter;
  initial begin
    counter = 0;
  end
  always @(posedge clk) begin
    if (counter < delay) begin
      counter <= counter + 1;
    end else begin
      instReg <= {opcode, operando1, operando2};
    end
  end
endmodule
==> run summary <==
Outcome: complete, no violations
Routability-driven placement congestion ratio: 0.691
CP max FO: 1
Ys flops: 27
Die Ht: 113 um
Mapped cell area: 846 um2
Syn Inst Count: 32
Post-CTS resize count: 0
VDD IR max: 0.000205 V
Setup WS pre-CTS: 0.693 ns
Clock tree buffer depth: 2
Grt ovf: 0
Die ar.: 12800 um2
Final WS setup: 0.411 ns
Setup crit start kind: register
Reg clk slew, reported paths: 0.10 ns
Fill cells: 873
Cell Chain, Critical Path: clkdlybuf4s50_1
CP Class: reg2out
# rows: 33
Cell area power density: 685 nW/um2
First-pass GRT wire length: 3390 um
Reg2reg setup slack: 0.71 ns
WHS Path Cells: 1
Synth cell types: 6
RSZ-0062 raised after global routing: false
Initial antenna violation count: 0
Routed vias/inst: 2.58
Final Slew Violations: 0
Ys cells: 32
RR Startpoint: counter[2]
CORE AREA: 8300 um2
Total of max-cap violations: 0
Vias in the first global route: 547
Slew @ Worst Pin: 0.305 ns
Reg-to-Reg End: instReg[21]
Top cells by area: edfxtp_1 (96%), ha_1 (1.5%), xor2_1 (1.0%)
Crit end category: output port
Synth Warn #: 1
IO Pins: 49
Final min period: 1.49 ns
Crit path capture: instReg[18]
Synth-to-layout area growth: 79.0%
Die W: 113 um
Starting Density: 10.2%
Top-area cell share: 95.9%
CP arrival: 1.11 ns
Pin count of the biggest net entering global routing: 24
CTS Hold Bufs: 0
Most common logic cells in the final layout: clkdlybuf4s50_1 (48), edfxtp_1 (27), clkbuf_8 (3)
Final hold vios: 0
DR pass1 iterations: 4
Routed Antenna Nets: 0
CTS Root Cell: clkbuf_8
H-tree depth: 1
Tool warnings: 25
Final setup fails: 0
Total number of vias: 491
Crit path launch: instReg[18]
Cell accounting for the most synthesized area: edfxtp_1
Clock buffer count from CTS: 3
Clock latency at the later pin of the worst-skew pair: 0.27 ns
Initial DRC count: 21
Drt drc: 0
Dominant logic cell type in the layout: clkdlybuf4s50_1
CTS tree: built
Yosys chip area: 846 um2
Final Power: 0.00104 W
Hold Crit Class: reg2reg
Number of diodes: 0
Syn avg cell area: 26.4 um2
Total Wirelength: 2220 um
PortBufs: 48
Delay-heaviest family, CP: buffers and inverters
Synth Seq Share: 95.9%
Layout cell share with drive strength beyond 1: 5.88%
Crit path depth: 1
TNS Setup: 0 ns
Post-CTS setup buffers: 0
P_leak: 0.493 nW
Slowest stage delay, CP: 0.50 ns
Post-layout period usage: 78.3%
CP bufs+invs: 1
Clock sinks: 27
Required @ worst endpoint: 1.52 ns
Depth of the worst register-to-register path: 2
Worst path slowest cell: clkdlybuf4s50_1
GRT Resource Usage Total: 3.32%
Drt wl/cell: 11.7 um
DP HPWL: 1860 um
Slew Limit Headroom: 79.7%
Fmax: 672 MHz
Post-route clock skew: 0.00215 ns
[synthesized netlist by cell type]
| cell type | count |
|---|---|
| edfxtp_1 | 27 |
| inv_1 | 1 |
| ha_1 | 1 |
| xor2_1 | 1 |
| nor2_1 | 1 |
| or2_1 | 1 |
[final cells by class]
class	instances	area [um2]	area share, %
timing repair buffer	49	488	32.2
tap	105	131	8.68
sequential	27	811	53.6
clock inverter	1	7.51	0.496
multi-input combinational	4	31.3	2.07
inverter	1	3.75	0.248
clock buffer	3	41.3	2.73
[sequential cells by signal, indices dropped and copies added, names as in the netlist]
| signal | flops |
|---|---|
| counter | 3 |
| instReg | 24 |
[metal layers]
layer  track usage (%)  routed length [um]  up-vias
li1                  -                   -      228
met1              4.00                 837      240
met2              5.22                1130       21
met3              1.87                 237        2
met4             0.423                  16        0
met5                 0                   0        -
[cell families (layout without fill, tap and decap cells)]
family	count (synthesis)	after routing	share of synthesized area, %
flops	27	27	95.9
simple gates	2	2	1.18
xor+xnor	1	1	1.04
fa+ha+maj	1	1	1.48
buf+inv	1	54	0.443
[how the worst min path moves through the flow]
| stage | start | endpoint | slack, ns |
|---|---|---|---|
| after CTS | counter[0] | counter[0] | 0.58 |
| after global routing | counter[0] | counter[0] | 0.60 |
| final | counter[0] | counter[0] | 0.57 |
[where the power goes]
part / total, W / switching [W] / internal, W
combinational: 0.0000491 / 0.00000662 / 0.0000425
sequential: 0.000653 / 0 / 0.000653
clock: 0.000335 / 0.000186 / 0.000149
[metrics by stage]
step	hold WS (ns)	util, %	instance area (um2)	instances
2_1_floorplan	0.479	-	846	32
3_3_place_gp	0.548	17.7	1470	186
3_5_place_dp	0.557	17.7	1470	186
4_1_cts	0.582	18.2	1510	190
5_1_grt	0.597	18.2	1510	190
6_report	0.568	18.2	1510	190
Power and IR drop assume default switching activity.
