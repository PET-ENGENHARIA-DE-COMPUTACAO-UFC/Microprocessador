### /design/flow/run.sh
#!/bin/bash
# OpenROAD 26Q1-2900-gdf79404cd8, Yosys 0.63+post, stock flow scripts
make -C /OpenROAD-flow-scripts/flow DESIGN_CONFIG=/design/flow/config.mk WORK_HOME=/design/flow/orfs finish
### /design/flow/config.mk
export PLATFORM = sky130hd
export DESIGN_NAME = RegisterFile
export DESIGN_NICKNAME = RegisterFile
export VERILOG_FILES = /design/flow/design.v
export SDC_FILE = /design/flow/constraint.sdc
export NUM_CORES = 4
export LEC_CHECK = 1
export CORE_UTILIZATION = 40
### /design/flow/constraint.sdc
current_design RegisterFile

set clk_period 3.2
set clk_io_pct 0.2

create_clock -name clk0 -period $clk_period [get_ports {clk}]

set non_clock_inputs [all_inputs -no_clocks]
set_input_delay [expr $clk_period * $clk_io_pct] -clock clk0 $non_clock_inputs
set_output_delay [expr $clk_period * $clk_io_pct] -clock clk0 [all_outputs]
### /design/flow/design.v
module RegisterFile(input wire clk,
                    input wire [7:0] A1,
                    input wire [7:0] A2,
                    input wire [7:0] A3,
                    input wire [7:0] WriteData,  
					input wire regWriteEnable,  
                    output wire [7:0] RD1,	 
                    output wire [7:0] RD2);	 
  reg[7:0] registers [31:0];
  assign RD1 = registers[A1[5:0]];
  assign RD2 = registers[A2[5:0]];
  always @(posedge clk) begin
    if(regWriteEnable) begin
      registers[A3[5:0]] <= WriteData;
    end
  end
endmodule
==> run notes <==
run results: global-route wire length before repair=47,900 um, CP Launch Type=primary input, post-route ant nets=0, root buffer cell=clkbuf_16, # DRC=0, mean post-synth cell area=23.0 sq um, H-tree depth=1, NetSw=1570 uW, Internal=5840 uW, clock slew seen by the registers of the worst setup and hold paths=0.06 ns, Chip Area, Yosys=11,900 sq um, nature of the critical path endpoint=output port, Max Clk Rate=0.315 GHz, Worst Path Arrival=2.53 ns, fraction of layout cells with a size suffix above 1=51.7%, Std-Cell Rows=62, sequential share of power=50.6%, dpl cells=976, Tmin final=3.17 ns, drt first pass iters=6, synthesized instance count=516, clock power share=38.0%, initial antenna violation count=0, dpl hpwl=19,700 um, Routed WL=32,400 um, setup TNS=0 ns, ys cells=516, non-filler instance count after layout=1,078, fin crit share=99.2%, Switching Share=21.2%, vias per cell=5.91, flops out of synthesis=256, Layout area overhead=26.2%, YS warnings=1, crit-path max FO=10, Placer Congestion=0.797, Worst Max-Slew Pin Slew=0.656 ns, die area=30,400 sq um, final hold vios=0, combinational fraction of design power=11.4%, Core ar.=28,900 sq um, worst path required time=2.56 ns, via count=6,369, worst vdd ir=0.366 mV, # port buffers=40, total of max-cap violations=0, path type of the worst setup path=primary input to output port, DR iter-0 viols=355, Pins Over Slew Limit=0, IO Count=50, wire per inst=30.1 um, relative slew slack=56.1%, cell area after synthesis=11,900 sq um, Top cell excl fill/tap=edfxtp_1, Cell Type Count=14, Hold Buf Count CTS=0, clock tree sinks=256, top logic cells by instance count in the layout=edfxtp_1, mux4_2, buf_4, CTS max path bufs=3, vias in the first global route=7,372, pwr/cell area=494 nW/um^2, status=finished, final reports clean, setup ws final=0.0265 ns, Congestion Overflow GR=0, post-synthesis sequential area ratio=64.7%, Hold Path Class=primary input to flop, Total GRT Usage=24.5%, Antenna diodes=0, Final setup viols=0, Die X=174 um, Pleak=0.00497 uW, CTS buffer count=27, Die H=174 um, Initial Util=41.1%, CTS tree=yes, OpenROAD warning count=35, dpl ws=-0.309 ns, max reg flops=256, largest net degree at the start of global routing=33
-- per-stage QoR --
step           total power, uW  instance area [sq um]  utilization [%]  hold WS [ns]
2_1_floorplan             4200                  11900                -         0.739
3_3_place_gp              4520                  13300             46.0          1.47
3_5_place_dp              4530                  13300             46.0          1.49
4_1_cts                   7460                  15000             51.8         0.935
5_1_grt                   7640                  15000             51.8         0.949
6_report                  7410                  15000             51.8         0.947
-- final timing paths --
check | start | to | cells past startpoint
worst max-delay path | A2[0] | RD2[0] | 7
worst min-delay path | WriteData[2] | registers[3][2]$_DFFE_PP_ | 2
-- cell usage after synthesis --
library cell / number / area (sq um)
buf_1: 16 / 60.1
buf_2: 2 / 10.0
buf_4: 12 / 90.1
buf_6: 2 / 22.5
clkbuf_1: 7 / 26.3
edfxtp_1: 256 / 7690
mux2_2: 16 / 180
mux4_2: 160 / 3600
nand2_1: 1 / 3.75
nand3_1: 2 / 10.0
nand3b_1: 5 / 37.5
nor2_1: 33 / 124
or3_1: 1 / 6.26
or3b_2: 3 / 26.3
-- area by class of cell --
cell class              count  area, sq um
clock buffers              35          706
flip-flops and latches    256         7690
clock inverters            10         81.3
multi-input cells         221         4050
fillers                  2172        13900
well taps                 384          480
repair buffers            172         1990
-- timing repair --
| item | CTS | global route |
|---|---|---|
| gates cloned | 12 | 0 |
| pin swaps | 0 | 0 |
| resized | 95 | 17 |
| buffers inserted | 44 | 6 |
| setup endpoints to repair | 16 | 10 |
-- layer usage --
metal	up-vias	global-route usage, %	wire length (um)
met5	-	2.56	103
met4	2	6.47	1180
met3	68	16.5	4830
met2	447	36.9	15800
met1	3222	30.0	10500
li1	2630	-	-
-- critical path, cell delays in order --
cell and delay (ns):
buf_16 0.13, buf_16 0.15, buf_4 0.12, mux4_2 0.48, mux4_2 0.45, mux2_4 0.32, dlygate4sd2_1 0.24
-- kinds of logic (layout without fill, tap and decap cells) --
| family | after synthesis | count (layout) | synth area share, % |
|---|---|---|---|
| buf+inv | 39 | 217 | 1.76 |
| mux | 176 | 176 | 31.8 |
| flops | 256 | 256 | 64.7 |
| simple gates | 45 | 45 | 1.75 |
-- power groups by stage --
stage | combinational (uW) | sequential [uW] | clock, uW
CTS | 846 | 3750 | 2860
global route | 891 | 3750 | 2990
finish | 843 | 3750 | 2820
No activity file was given, so power comes from the tool's default toggle rates.
