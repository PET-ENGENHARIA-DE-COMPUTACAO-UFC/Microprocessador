[flow/run.sh]
#!/bin/bash
# OpenROAD 26Q1-2900-gdf79404cd8, Yosys 0.63+post, stock flow scripts
make -C /OpenROAD-flow-scripts/flow DESIGN_CONFIG=/design/flow/config.mk WORK_HOME=/design/flow/orfs finish
[flow/config.mk]
export PLATFORM = sky130hd
export DESIGN_NAME = pcCounter
export DESIGN_NICKNAME = pcCounter
export VERILOG_FILES = /design/flow/design.v
export SDC_FILE = /design/flow/constraint.sdc
export NUM_CORES = 4
export LEC_CHECK = 1
export CORE_AREA = 10 10 70 70
export DIE_AREA = 0 0 80 80
[flow/constraint.sdc]
current_design pcCounter

set clk_period 1.6
set clk_io_pct 0.2

create_clock -name clk0 -period $clk_period [get_ports {clk}]

set non_clock_inputs [all_inputs -no_clocks]
set_input_delay [expr $clk_period * $clk_io_pct] -clock clk0 $non_clock_inputs
set_output_delay [expr $clk_period * $clk_io_pct] -clock clk0 [all_outputs]
[flow/design.v]
module pcCounter(
  input wire clk,
  output reg[7:0] PC);
  initial begin
    PC <= 5'b00000;  
  end
  always @(posedge clk) begin
    PC <= PC + 5'b00001;
  end
endmodule
==> run notes <==
Notes on the flow run.

- Synthesis inferred 8 register bits.
- Per the detail_route report, vias per standard cell equal 2.407.
- The total clock buffers created by CTS is 3, for reference.
- The number of flip-flops under the largest register name is 8, for reference.
- Once placement completed, the tool counted placed cells totaling 78.
- A synthesized cell averages 11.52 um^2.
- The summed standard-cell area reported by yosys is 276.5 um^2, for reference.
- Warnings reported by Yosys during synthesis add up to 1.
- On the worst path, the slowest cell contributes a delay of 510 ps.
- STA puts the critical path data arrival time at 1180 ps.
- The average wire per standard cell is 7.321 um, for reference.
- The max-slew headroom at the worst pin is 0.8632, for reference.
- The buffer depth of the longest clock path is 2, for reference.
- The area growth from synthesis to layout is 57.92%, for reference.
- The flow ran to the end, and the final reports show no timing, DRC or antenna violations.
- The clock drives 8 sinks.
- The cell count of the worst reg-to-reg path is 3, for reference.
- The number of buffer cells added on primary ports is 8, for reference.
- The maximum VDD drop is 328.7 uV, for reference.
- The library cell used as clock root buffer is clkbuf_4, for reference.
- The top-area cell type share of the netlist area is 0.5792, for reference.
- Per the final layout report, the fraction of cells sized above drive strength 1 comes to 0.1429.
- The cell count after synthesis is 24, for reference.
- The total cells reported by yosys after synthesis is 24, for reference.
- The leakage component of the power is 0.1558 nW, for reference.
- The antenna diode count is 0, for reference.
- Max-cap violations in this run came to 0.
- Counting the fill cells in the layout gives 402.
- Post-route period utilization is reported as 0.9394.
- Of the synthesized area, sequential elements account for 0.5792.
- Based on the critical path, the design can be clocked at up to 0.6653 GHz.
- The post-cts sizing count is 0, for reference.
- The largest fanout on the critical path is 5, for reference.
- The design draws 0.0003522 W.
- The core footprint is 3416 um^2, for reference.
- The footprint of the flip-flops and latches is 160.2 um^2, for reference.
- The final antenna-violating net count is 0, for reference.
- Counting endpoints that fail hold in the final report gives 0.
- In the Yosys stats the netlist draws on 11 distinct library cells.
- Setup repair after global routing left no endpoint under its margin.
- The floorplan report gives the top-level pin count as 9.
- The register containing the most flip-flops in the final layout is PC, for reference.
- The combined area of all synthesized cells is 276.5 um^2, for reference.
- The depth of the critical timing path with buffers and inverters included is 1, for reference.
- The maximum level of the CTS H-tree is 1, for reference.
- The overall die area is 6400 um^2, for reference.
- The largest registers in the layout are PC: 8 flops.
- According to the floorplan log, the row count is 21.
- Summed over all instances, the cell type with the most area after synthesis is dfxtp_1.
- The horizontal extent of the die is 80 um, for reference.
- The required time at the endpoint of the critical path is 1280 ps, for reference.
- The slew at the pin closest to its max-slew limit is 204.9 ps, for reference.
- The worst setup path is launched from a register.
- The total DRC errors in the routed layout is 0, for reference.
- The total power per unit cell area is 806.5 nW/um^2, for reference.
- The worst path needs 1503 ps of the cycle, external delays included.
- In the post-synthesis netlist, the biggest area contributors are dfxtp_1 58%, xnor2_1 9.5%, xor2_1 9.5%.
- The maximum number of pins on one net before global-route repair is 6, for reference.
- The timing report gives the clock slew at the launch and capture registers of the worst setup and hold paths as 50 ps.
- The tightest min-delay check is of the reg2reg type.
- The post-layout instance count excluding filler cells is 81, for reference.
- The number of vias in the routed layout is 195, for reference.
- The element type at the critical path end is a primary output, for reference.
- Walking the worst path, the cells encountered are clkdlybuf4s50_1.
- According to the dpl log, the detail-placed design has an HPWL of 450.2 um.
- The maximum clock skew at final layout is 3.118 ps, for reference.
- The pre-antenna-repair detailed-routing pass consisted of 3 iterations.
- According to the floorplan report, the die height is 80 um.
- The total grt overflow is 0, for reference.
- The number of setup violations in the final report is 0, for reference.
- The timing report attributes the biggest portion of critical-path delay to buffers and inverters.
- In the global route stage, overall resource usage came out at 0.02094.
- The via count of the first global-routing pass is 189.
- The first global-routing pass estimated 1000 um of wire.
- The final weighted congestion of routability-driven global placement is 0.7259, for reference.
- The number of antenna violations at the first check in global routing is 0, for reference.
- The starting density of the core is 0.08095, for reference.
- The aggregate negative setup slack is 0 ps, for reference.
- The combinational gate area is 112.6 um^2, for reference.
- The post-CTS hold buffer count recorded in the log is 0.
- Per the STA report, the cell with the highest stage delay on the worst path is clkdlybuf4s50_1.
- The number of buffer and inverter instances along the worst setup path is 1, for reference.
- The worst-skew pair later-pin latency is 250 ps, for reference.
- The wire length reported by the detailed router is 593 um, for reference.
- The warning total across the stage logs is 25, for reference.
- The number of instances on the worst hold path is 1, for reference.
- The initial detailed-routing violation count is 4, for reference.
- The post-CTS setup-driven buffer insertion count is 0, for reference.
- The type of the worst setup path is reg2out, for reference.
- The CTS tree is built, for reference.
- Pins over their slew limit in the final report were tallied at 0.
==> per-layer routing <==
metal	wire length (um)	share of wire	track usage
met1	359	0.61	0.03302
met2	138	0.23	0.01605
met3	95	0.16	0.02273
met4	0	0	0.001761
met5	0	0	0
==> kinds of logic after synthesis <==
kind of cell               after synthesis  synth area share
and+or+nand+nor                          8            0.1720
DFF                                      8            0.5792
xor gates and xnor gates                 6            0.1901
buffers and inverters                    1           0.01356
adders and majority gates                1           0.04524
==> power breakdown <==
group / internal (W) / switching, W
Sequential: 0.000199 / 0
Clock: 0.0000857 / 0.0000670
Combinational: 0 / 0
==> placed cells by master, fill, tap and decap left out <==
master,instances
dfxtp_1,8
clkdlybuf4s50_1,8
xor2_1,3
xnor2_1,3
clkbuf_4,3
nand2_1,2
nand3_1,2
nand3_2,1
nor3_2,1
and3_1,1
nor2_1,1
inv_1,1
ha_1,1
==> through the flow <==
step	setup slack [ps]	utilization	cell area (um^2)	hold WS [ps]
detailed placement	377.2	0.1212	414.1	410.7
CTS	83.77	0.1278	436.7	431.5
global placement	390.3	0.1212	414.1	408.9
floorplan	719.1	-	276.5	381.9
global route	26.12	0.1278	436.7	445.5
finish	96.88	0.1278	436.7	424.6
==> worst reg2reg max path: cells and delay by family, from the launching register on <==
kind / cells / cell delay [ps]
xor+xnor: 1 / 140
flops: 1 / 420
simple gates: 2 / 360
==> final timing paths <==
check / from / endpoint / slack [ps]
worst max register to register: PC[2] / PC[7] / 600
worst max-delay path: PC[2] / PC[2] / 100
worst min-delay path: PC[0] / PC[0] / 420
worst min register to register: PC[0] / PC[0] / 420
==> cell type report <==
cell class,instances,area share
multi-input cells,15,0.2579
inverters,1,0.008596
repair buffers,8,0.1834
well taps,46,0.1318
clock buffers,3,0.05158
flip-flops and latches,8,0.3668
==> Yosys cell counts <==
cell type	count
nand3_1	2
nor2_1	1
ha_1	1
nand3_2	1
dfxtp_1	8
xnor2_1	3
inv_1	1
nand2_1	2
and3_1	1
nor3_2	1
xor2_1	3
No activity file was given, so power comes from the tool's default toggle rates.
